--- design/flow/run.sh ---
#!/bin/bash
# OpenROAD 26Q1-2900-gdf79404cd8, Yosys 0.63+post, stock flow scripts
make -C /OpenROAD-flow-scripts/flow DESIGN_CONFIG=/design/flow/config.mk WORK_HOME=/design/flow/orfs finish
--- design/flow/config.mk ---
export PLATFORM = sky130hd
export DESIGN_NAME = UART_TX
export DESIGN_NICKNAME = UART_TX
export VERILOG_FILES = /design/flow/design.v
export SDC_FILE = /design/flow/constraint.sdc
export NUM_CORES = 4
export LEC_CHECK = 1
export CORE_AREA = 10 10 94 94
export DIE_AREA = 0 0 104 104
--- design/flow/constraint.sdc ---
current_design UART_TX

set clk_period 3.8
set clk_io_pct 0.2

create_clock -name clk0 -period $clk_period [get_ports {clk}]

set non_clock_inputs [all_inputs -no_clocks]
set_input_delay [expr $clk_period * $clk_io_pct] -clock clk0 $non_clock_inputs
set_output_delay [expr $clk_period * $clk_io_pct] -clock clk0 [all_outputs]
--- design/flow/design.v ---
module FSM_TX  (
  input wire       Data_Valid,
  input wire       ser_done,
  input wire       PAR_EN,
  input wire       clk,
  input wire       RST,
  output reg       ser_en,
  output reg [1:0] mux_sel,
  output reg       busy );
localparam  [2:0]  IDLE   = 3'b000,
                   START  = 3'b001,
                   DATA   = 3'b010,
					         PARITY = 3'b011,
					         STOP   = 3'b100;
reg [2:0] current_state, next_state ;
always @(posedge clk or negedge RST)
 begin
  if(!RST)
   begin
     current_state <= IDLE ;
     busy <= 1'b0;
   end
  else
   begin
     current_state <= next_state ;
     if (next_state != IDLE)
       busy <= 1'b1;
     else
       busy <= 1'b0;
   end
 end
always @(*)
 begin
  case(current_state)
  IDLE     : begin
              if(Data_Valid)
			         next_state = START ;
              else
               next_state = IDLE ;			  
             end
  START    : begin
              next_state = 	DATA;   
            end
  DATA     : begin
             if(ser_done)
               if(PAR_EN)
                begin
                 next_state = PARITY;
                end
               else
                begin
                 next_state = STOP;
                end
             else
                next_state = DATA;
            end
  PARITY   : begin
              next_state = STOP;
            end
  STOP     : begin
              next_state = IDLE ;
            end			 
  default :   next_state = IDLE ;		 
  endcase
end	
 always @(*)
 begin
  mux_sel = 2'b01;  
  ser_en = 1'b0 ;
  case(current_state)
  IDLE     : begin
             	mux_sel = 2'b01;	  
             end
  START    : begin
              ser_en = 1'b1;
              mux_sel = 2'b00;   
            end
  DATA     : begin
              ser_en = 1'b1;
              mux_sel = 2'b10;
             if(ser_done)
              ser_en = 1'b0;
            end
  PARITY   : begin
              mux_sel = 2'b11;
            end
  STOP     : begin
              mux_sel = 2'b01;
            end			 
  default :  begin
              ser_en = 1'b0;
              mux_sel = 2'b01;
            end		 
  endcase
end	
endmodule
module MUX (
  input wire [1:0] mux_sel,
  input wire       ser_data,
  input wire       par_bit,
  input wire       clk,
  input wire       RST,  
  output reg       TX_OUT
  );
localparam  [1:0]  START  = 2'b00,
                   STOP   = 2'b01,
                   DATA   = 2'b10,
					         PARITY = 2'b11;
 wire start_bit = 1'b0;
 wire stop_bit = 1'b1;
 always@(posedge clk, negedge RST )
 begin
   if(!RST)
     TX_OUT <= 1'b1;
   else
    case(mux_sel)
      START    : begin
                 	TX_OUT <= 1'b0; 
                 end
      STOP     : begin
                  TX_OUT <= 1'b1;   
                 end
      DATA     : begin
                  TX_OUT <= ser_data;
                 end
      PARITY   : begin
                  TX_OUT <= par_bit;
                 end
  endcase
 end
endmodule
module UART_TX #(parameter IN_data=8)( 
  input  wire                Data_Valid,  
  input  wire                PAR_EN,
  input  wire                clk,
  input  wire                RST,
  input  wire [IN_data-1 :0] P_DATA,
  input  wire                PAR_TYP,
  output wire                busy,
  output wire                TX_OUT );
 wire ser_done;
 wire ser_en;
 wire par_bit;
 wire [1:0] mux_sel;
 wire ser_data;
FSM_TX fsm (
.Data_Valid(Data_Valid),
.ser_done(ser_done),
.PAR_EN(PAR_EN),
.clk(clk),
.RST(RST),
.ser_en(ser_en),
.mux_sel(mux_sel),
.busy(busy) );
MUX mux (
.mux_sel(mux_sel),
.ser_data(ser_data),
.par_bit(par_bit),
.clk(clk),
.RST(RST),  
.TX_OUT(TX_OUT));
parity_calc #(.IN_data(IN_data)) par (
.P_DATA(P_DATA),
.Data_Valid(Data_Valid),
.clk(clk),
.RST(RST),
.busy(busy),
.PAR_TYP(PAR_TYP),
.par_bit(par_bit) );
serializer #(.IN_data(IN_data)) ser (
.P_DATA(P_DATA),
.Data_Valid(Data_Valid),
.ser_en(ser_en),
.busy(busy),
.clk(clk),
.RST(RST),
.ser_Data(ser_data),
.ser_done(ser_done) );
endmodule
module parity_calc #(parameter IN_data = 8)(
  input wire [IN_data-1 :0] P_DATA,
  input wire                Data_Valid,
  input wire                clk,
  input wire                RST,
  input wire                busy,
  input wire                PAR_TYP,
  output reg                par_bit );
  localparam Even_parity = 1'b0 ,Odd_parity = 1'b1;
always@(posedge clk, negedge RST)
begin
  if (!RST)
    par_bit <= 1'b0;
  else if(Data_Valid && !busy)
    if(PAR_TYP == Even_parity)
      par_bit <= ^P_DATA;
    else
      par_bit <= ~^P_DATA;
end
endmodule
module serializer #(parameter IN_data = 8)(
  input wire [IN_data-1 :0] P_DATA,
  input wire                Data_Valid,
  input wire                ser_en,
  input wire                busy,
  input wire                clk,
  input wire                RST,
  output reg                ser_Data,
  output wire                ser_done );
  reg [IN_data-1 :0] Data;
  reg [3:0]          counter;
  always@(posedge clk, negedge RST)
  begin
    if(!RST)
      begin
       ser_Data <= 1'b1;
       counter  <= 1'b0;
       Data 	<= 'b0;
      end
    else if (ser_en && (counter != IN_data))
      begin
         ser_Data <= Data[counter] ;
         counter <= counter + 4'b1;
      end
    else if(Data_Valid && !busy)
      begin
         Data <= P_DATA;
      end
    else
      counter  <= 1'b0;
  end
assign ser_done = (counter == IN_data)? 1'b1 : 1'b0;
endmodule
==> results.tsv <==
metric	value	unit
grt_pass1_wl	3.04	mm
max_freq	436	MHz
synthCells	79	
pre_cts_ws	1260	ps
path_delay_family	buffers and inverters	
ff_type	dfrtp_1	
slowest_stage	clkdlybuf4s50_1	
edf_count	0	
hp-class	reg2reg	
worst_pin_slew	433	ps
synth_flop_count	21	
grt_max_degree	22	
fp.dieH	104	µm
htreeDepth	1	
root_buffer	clkbuf_8	
diodes	0	
use_met1	5.22	%
use_met2	4.10	%
drv_slew	0	
synth_area_leader_cell	dfrtp_1	
vdd_drop_max	0.000192	V
grt_pass1_vias	634	
post-synth-top-count-cell	dfrtp_1	
wl_per_cell	9.45	µm
syn_area	0.00101	mm²
drt_iter0_drc	22	
p_leak	0.538	nW
critPathRequiredTime	3940	ps
syn_avg_cell_area	12.8	µm²
ys_seq_share	52.4	%
clkSinkCount	21	
final_util	18.9	%
grt-ovfl-total	0	
cap_violations	0	
max-clock-path-buffers	2	
clk_pin_slew_worst_paths	70	ps
viasPerCell	3.16	
startpoint_type	input pin	
core_area	0.00683	mm²
ioPinCount	15	
common_cells	18 x dfrtp_1, 9 x mux2_2, 5 x o21ai_0, 5 x xnor2_1	
critical_path_buf_inv_count	1	
initCoreUtil	14.8	%
cp_data_arrival_time	2430	ps
synth.distinct_cells	28	
yosys.area_share.adder	2.48	%
tns	0	ps
cts_buffers	3	
hold_viol	0	
antenna_found_initial	0	
die_area	0.0108	mm²
vias	603	
yosys_warnings	4	
synthXorXnorAreaFrac	8.30	%
path_cells	clkdlybuf4s50_1 > nor2b_1 > o21a_1 > mux2_2	
grt_use_total	3.36	%
timing.slew.headroom	71.1	%
grt.met3_usage	1.82	%
drtAntennaViolNets	0	
rsz0062_at_grt	false	
clock_skew	1.16	ps
busiest_layer	met1	
logic_family	multiplexers	
tritoncts	done	
finalNonFillerCells	191	
compound_area_share	6.69	%
cts.repair.resized	0	
area_growth	28.0	%
place_congestion	0.762	
ys_cells	79	
fp-row-count	30	
cp_slowest_stage_delay	480	ps
ctsHoldBuffers	0	
setup_slack	1510	ps
path_max_fanout	10	
clkLatencyLatePin	250	ps
wl	1.80	mm
ys_sh_simple	9.05	%
die_x	104	µm
ys_chip_area	0.00101	mm²
power.density	613	mW/mm²
dr.pass1.iters	3	
drc	0	
finalCritPeriodShare	60.3	%
post-cts-setup-buffer-count	0	
status	finished, final reports clean	
synth-async-reset-ratio	100	%
hpwlAfterDp	1.38	mm
yosysTopAreaCellShare	44.6	%
area_leaders	dfrtp_1 45%, mux2_2 10%, dfstp_2 7.8%	
period_needed	2290	ps
dp.cells	187	
tool_warnings	26	
critPathCaptureType	flop	
synth.area.mux_share	16.6	%
port_buffers	14	
crit_type	in2reg	
drive_gt1_share	17.9	%
setup_viol	0	
[cell type report]
class                   instances  area (µm²)
well taps                      96         120
clock buffers                   4        45.0
inverters                       4        15.0
fillers                       763        5540
multi-input cells              51         435
repair buffers                 15         148
flip-flops and latches         21         529
[metrics by stage]
| step | hold slack [ps] | area [µm²] | power [mW] |
|---|---|---|---|
| floorplan | 405 | 1010 | 0.593 |
| global placement | 415 | 1250 | 0.654 |
| detailed placement | 423 | 1250 | 0.662 |
| CTS | 441 | 1290 | 0.807 |
| global route | 449 | 1290 | 0.864 |
| finish | 435 | 1290 | 0.792 |
[metal layers]
layer  wire length [µm]  vias up  share of wire, %
li1                   -      303                 -
met1                990      285                55
met2                671       15                37
met3                142        0               7.9
met4                  0        0                 0
met5                  0        -                 0
[final timing paths]
check	from	end	slack, ps	cells after the start
setup / recovery	Data_Valid	ser.Data[5]	1510	4
setup reg to reg	ser.counter[0]	ser.counter[2]	1910	6
hold / removal	fsm.current_state[1]	fsm.current_state[0]	440	1
hold reg to reg	fsm.current_state[1]	fsm.current_state[0]	440	1
min in group asynchronous	RST	fsm.busy	850	2
max in group asynchronous	RST	ser.ser_Data	2680	2
[registers in the layout, summed over array words and instances, names as in the netlist]
register and cells:
ser.counter 4, ser.ser_Data 1, fsm.current_state 5, ser.Data 8, fsm.busy 1, par.par_bit 1
mux.TX_OUT 1
[where the power goes]
group          total, mW  switching [mW]  internal (mW)
combinational      0.263           0.101          0.162
clock              0.140          0.0657         0.0744
sequential         0.390          0.0667          0.323
[cells by family (layout without fill, tap and decap cells)]
| logic type | count (synthesis) | after routing |
|---|---|---|
| mux | 14 | 14 |
| compound gates | 11 | 11 |
| fa+ha+maj | 2 | 2 |
| buf+inv | 7 | 23 |
| xor+xnor | 8 | 8 |
| simple gates | 16 | 16 |
| flops | 21 | 21 |
[cell usage in the layout (no fill, tap or decap), types with 3 or more instances in the layout]
| master | n |
|---|---|
| clkbuf_8 | 3 |
| dfrtp_1 | 18 |
| clkdlybuf4s50_1 | 14 |
| nand3_1 | 3 |
| xnor2_1 | 5 |
| mux2_2 | 9 |
| dfstp_2 | 3 |
| inv_1 | 4 |
| o21ai_0 | 5 |
| mux2i_1 | 4 |
| nand2_1 | 4 |
No activity file was given, so power comes from the tool's default toggle rates.
